### config.mk
export PLATFORM = sky130hd
export DESIGN_NAME = mux_3
export DESIGN_NICKNAME = mux_3
export VERILOG_FILES = /design/flow/design.v
export SDC_FILE = /design/flow/constraint.sdc
export NUM_CORES = 4
export LEC_CHECK = 1
export CORE_AREA = 10 10 78 78
export DIE_AREA = 0 0 88 88
### constraint.sdc
current_design mux_3

set clk_period 5.2
set clk_io_pct 0.2

create_clock -name clk0 -period $clk_period

set non_clock_inputs [all_inputs -no_clocks]
set_input_delay [expr $clk_period * $clk_io_pct] -clock clk0 $non_clock_inputs
set_output_delay [expr $clk_period * $clk_io_pct] -clock clk0 [all_outputs]
### design.v
module mux_3 #(
    parameter NUM_BITS = 32
) (
    input logic [NUM_BITS - 1 : 0] in_0,
    input logic [NUM_BITS - 1 : 0] in_1,
    input logic [NUM_BITS - 1 : 0] in_2,
    input logic [1 : 0] control,
    output logic [NUM_BITS - 1 : 0] out
);
    always_comb begin
        out = in_0;
        casez(control)
            2'b00: out = in_0;
            2'b01: out = in_1;
            2'b10: out = in_2;
        endcase
    end
endmodule : mux_3
### run.sh
#!/bin/bash
# OpenROAD 26Q1-2900-gdf79404cd8, Yosys 0.63+post, stock flow scripts
make -C /OpenROAD-flow-scripts/flow DESIGN_CONFIG=/design/flow/config.mk WORK_HOME=/design/flow/orfs finish
==> impl_metrics.ini <==
; physical design summary
[setup_path]
worst_setup_path_end_kind = output pin
crit_type = in2out
required_ns = 4.16
cp.arrival_ns = 3.20
critPathLaunchType = input pin
cp_max_fo = 17

[final_layout]
drive_gt1_frac = 0.0129
fill_cells = 450
seqCellArea_um2 = 0
fin_cells = 284
mi_logic_area_um2 = 548
nClkBuffers = 0
ff_count = 0
area_delta_synth_final_pct = 206
stdcell_area_mm2 = 0.00195

[global_route]
grt_max_degree = 37
track_usage = 0.103
antenna_found_initial = 0
gr-total-overflow = 0
grt_pass1_vias = 1242
grt_pass1_wl_mm = 6.54

[yosys]
yosys_cells = 113
synth.area.top_cells = a22oi_1, o21ai_1, nand2_1
postSynthSeqShare = 0
netlist_instances = 113
top_area_frac = 0.377
synth_cell_types = 8
synth_warnings = 1
top_area_cell = a22oi_1
synth_area_um2 = 637
yosys-stat-area_um2 = 637
syn_avg_cell_area_um2 = 5.64

[die]
fp_util = 0.144
chipArea_mm2 = 0.00774
fp.dieW_um = 88
boundaryPins = 130
fp.coreArea_mm2 = 0.00441
rows = 24
die_height_um = 88

[clocking]
ctsResizeCount = 0
ctsHoldBuffers = 0
postCtsSetupRepairBufs = 0

[timing]
maxSlewHeadroom = 0.563
rsz0062_at_grt = no
slew_violations = 0
setup_violations = 0
worst_pin_slew_ns = 0.655
fmax_ghz = 0.236
totalNegativeSetupSlack_ns = 0
hold_violations = 0
period_needed_ns = 4.24
period_used_share = 0.816

[routing]
drt-initial-drc-count = 43
drc_errors = 0
dr.pass1.iters = 4
wl_met2_mm = 2.15
vias = 1267
post_drt_via_cell_ratio = 4.46
ant_nets = 0
met1Wirelength_mm = 1.78
met3WireLength_um = 607
highest_layer = met3
post_drt_wl_per_cell_um = 16.0
drt_wl_total_mm = 4.54
antenna_cells = 0

[power_and_ir_drop]
power_w = 0.000183
vdd_drop_max_v = 0.0000294
power.density_mw_per_mm2 = 94.0
power.leakage_nw = 0.710

[place]
place.gp.congestion = 0.812
port_buffers = 130
place_area_mm2 = 0.00195
dp_cells = 284
hpwlAfterDp_mm = 3.91

[worst_hold_path]
min_to = out[14]
whs_path_depth = 4
hold_class = in2out
min_from = in_0[14]

[run]
warning_count = 33
maxCapViolCount = 0

[outcome]
status = completed
layer usage:
layer | up-vias | GRT usage
met4 | 0 | 0
li1 | 660 | -
met1 | 536 | 0.118
met5 | - | 0
met2 | 71 | 0.186
met3 | 0 | 0.0430
worst max path at each step:
stage,startpoint,cells past startpoint,endpoint
6_report,control[0],6,out[25]
5_1_grt,control[1],7,out[26]
4_1_cts,control[0],6,out[25]
layout by cell type (no fill, tap or decap):
cell type / n
buf_4: 1
buf_12: 1
ha_2: 1
ha_1: 1
o21ai_1: 30
nand2_1: 32
inv_1: 2
clkdlybuf4s50_1: 130
o21ai_0: 2
a22oi_1: 32
per-stage QoR:
| stage | worst slack [ns] | hold WS (ns) | utilization |
|---|---|---|---|
| 6_report | 0.958 | 2.98 | 0.442 |
| 5_1_grt | 0.798 | 3.00 | 0.442 |
| 4_1_cts | 0.920 | 2.99 | 0.442 |
| 3_5_place_dp | 0.918 | 2.99 | 0.442 |
| 3_3_place_gp | 0.934 | 2.99 | 0.442 |
| 2_1_floorplan | 2.42 | 2.14 | - |
worst max-delay path: stages:
cell,delay (ns)
clkdlybuf4s50_1,0.48
ha_1,0.58
buf_4,0.33
a22oi_1,0.09
o21ai_1,0.15
clkdlybuf4s50_1,0.51
area by class of cell:
type | count | area share
multi-input cells | 98 | 0.281
inverters | 2 | 0.00385
repair buffers | 132 | 0.682
well taps | 52 | 0.0334
power breakdown:
part           switching, W  total [W]  internal (W)
Clock                     0          0             0
Sequential                0          0             0
Combinational     0.0000519   0.000183      0.000131
cells in the mapped netlist:
master / count
nand2_1: 32
buf_6: 3
inv_1: 2
ha_1: 2
a22oi_1: 32
o21ai_0: 2
buf_2: 10
o21ai_1: 30
logic make-up after synthesis:
logic type	after synthesis	synth area share
buffers and inverters	15	0.143
adder cells (fa/ha/maj)	2	0.0393
AND-OR/OR-AND	64	0.629
AND/OR/NAND/NOR	32	0.189
Power is estimated from default activity; no workload was simulated.
